$ cat flow/constraint.sdc
current_design RegisterFile

set clk_period 16.4
set clk_io_pct 0.2

create_clock -name clk0 -period $clk_period [get_ports {Clock}]

set non_clock_inputs [all_inputs -no_clocks]
set_input_delay [expr $clk_period * $clk_io_pct] -clock clk0 $non_clock_inputs
set_output_delay [expr $clk_period * $clk_io_pct] -clock clk0 [all_outputs]
$ cat flow/design.v
package InstructionSetPkg;
	parameter DataWidth       = 4;
	typedef enum logic [3:0]
	{
		JR    = 4'd0,   
		LOAD  = 4'd1,   
		STORE = 4'd2,   
		MOVE  = 4'd3,   
		NAND  = 4'd4,   
		NOR   = 4'd5,   
		ROL   = 4'd6,   
		ROR   = 4'd7,   
		LIL   = 4'd8,   
		LIU   = 4'd9,   
		ADC   = 4'd10,  
		SUB   = 4'd11,  
		DIV   = 4'd12,  
		MOD   = 4'd13,  
		MUL   = 4'd14,  
		MUH   = 4'd15   
	} eOperation;
	typedef struct packed
	{
		logic Always;
		logic NotZero;
		logic NoCarry;
		logic Overflow;
		logic Parity;
		logic Negative;
		logic Zero;
		logic Carry;
	} sFlags;
	parameter ImmediateWidth     =    DataWidth/3  + DataWidth%3;
	parameter ImmediateMidStart  =    DataWidth/3  + DataWidth%3;
	parameter ImmediateHighStart = 2*(DataWidth/3) + DataWidth%3;
	parameter AddressWidth    = 16;
	parameter RfAddressWidth  =  6;
	parameter MemAddressWidth = 16;
	parameter OffsetWidth     =  9;
	parameter OpCodeStart     = 12;
	parameter OpCodeSize      =  4;
	parameter RegAStart       =  6;
	parameter RegASize        =  6;
	parameter RegBStart       =  0;
	parameter RegBSize        =  6;
	typedef enum {SPECIAL_PC = 63,SPECIAL_FL = 62} eSpecials;
endpackage
module RegisterFile
(
	input Clock, WriteEnable,
	input [5:0] AddressA, AddressB,
	input [15:0] WriteData,
	output [15:0] ReadDataA, ReadDataB
);
	bit [15:0] Registers [64];  
	always_ff @(posedge Clock) begin  
		if (WriteEnable) begin  
			Registers[AddressA] <= WriteData;  
		end
	end
	assign ReadDataA = Registers[AddressA];  
	assign ReadDataB = Registers[AddressB];  
endmodule
$ cat flow/config.mk
export PLATFORM = sky130hd
export DESIGN_NAME = RegisterFile
export DESIGN_NICKNAME = RegisterFile
export VERILOG_FILES = /design/flow/design.v
export SDC_FILE = /design/flow/constraint.sdc
export NUM_CORES = 4
export LEC_CHECK = 1
export CORE_UTILIZATION = 30
$ cat flow/run.sh
#!/bin/bash
# OpenROAD 26Q1-2900-gdf79404cd8, Yosys 0.63+post, stock flow scripts
make -C /OpenROAD-flow-scripts/flow DESIGN_CONFIG=/design/flow/config.mk WORK_HOME=/design/flow/orfs finish
==> results.json <==
{
  "drcViolationCount": 0,
  "power_density_nw_per_um2": 107.0,
  "cpMostUsedCell": "buf_4",
  "crit_slowest_cell": "or4_1",
  "cp.required_ps": 13120,
  "crit_path_start_kind": "input port",
  "overflow": 0,
  "max_slew_margin": 0.2434,
  "clk_pin_slew_ps": 60,
  "ys_ff": 1024,
  "status": "complete, no violations",
  "rows": 145,
  "hold_buffers": 0,
  "coreArea_um2": 157100,
  "ys_chip_area_um2": 47710,
  "holdWs_ps": 2837,
  "cts_root_buf": "clkbuf_16",
  "max_freq_ghz": 0.08797,
  "end_kind": "output pin",
  "mostFrequentLayoutCell": "edfxtp_1",
  "pre_cts_ws_ps": 5122,
  "ios": 62,
  "max_cap_violations": 0,
  "yosysWarnings": 1,
  "htree_levels": 3,
  "routedWlPerCell_um": 35.90,
  "avgSynthCellArea_um2": 16.99,
  "largest_reg_flops": 1024,
  "ctsResizeCount": 0,
  "grt_pass1_vias": 32919,
  "ys_seq_frac": 0.6444,
  "worst_slew_pin_slew_ps": 1132,
  "cts_tree": "built",
  "finalSetupViolCount": 0,
  "leakagePower_uw": 0.01705,
  "finalClockPeriodUsage": 0.6931,
  "dieArea_um2": 160600,
  "crit_chain": "buf_8 > buf_4 > buf_4 > buf_12 > mux2_2 > a221oi_1 > nor2_1 > a311oi_1 > o22ai_1 > or4_1 > clkdlybuf4s50_1",
  "crit_type": "in2out",
  "syn_area_um2": 47710,
  "cp.arrival_ps": 8090,
  "die_x_um": 400.8,
  "period_minus_slack_ps": 11370,
  "yosys-stat-cells": 2809,
  "slew_violations": 0,
  "place_hpwl_mm": 114.8,
  "worstHoldPathType": "in2reg",
  "peakVddDrop_mv": 0.07665,
  "initCoreUtil": 0.3037,
  "postLayoutCoreUtil": 0.3480,
  "syn2layout_area_growth_pct": 14.60,
  "cts.path.max_buffers": 3,
  "tns_ps": 0,
  "critPathMaxFanout": 66,
  "postSynthCellCount": 2809,
  "synthArstFlopShare": 0,
  "fin_ws_ps": 5033,
  "grt_pass1_wl_mm": 252.6,
  "num_vias": 31000,
  "cp_top_family": "buffers and inverters",
  "edf_count": 1024,
  "die_h_um": 400.8,
  "totalWireLength_mm": 181.8,
  "final_cell_mix": "edfxtp_1 (1024), mux4_2 (298), buf_4 (174)",
  "grt_usage": 0.2383,
  "drive_gt1_frac": 0.2911,
  "warnings": 26,
  "yosys.cell_types.count": 56,
  "synth_top_flop_cell": "edfxtp_1",
  "dr.first_iter.drc_count": 2574,
  "routabilityCongestion": 1.039,
  "antenna_left": 0,
  "critPathBufInv": 5,
  "fillers": 14628,
  "cts_setup_buffers": 0,
  "grt_max_degree": 84,
  "io_buffers": 61,
  "cts_made_buffers": 108,
  "first_pass_iters": 5,
  "slowest_delay_ps": 600,
  "regMostFlops": "Registers",
  "cts.sinks": 1024,
  "rsz0062_at_grt": "false",
  "top_regs": "Registers x1024",
  "antenna_found_initial": 10,
  "final_hold_viol_count": 0,
  "viasPerCell": 6.122
}
==> layout make-up <==
type / count / area (um2) / area share
repair buffers: 237 / 1916 / 0.03503
clock buffers: 131 / 2853 / 0.05217
diodes: 7 / 17.52 / 0.0003203
well taps: 2058 / 2575 / 0.04709
flip-flops and latches: 1024 / 30750 / 0.5623
clock inverters: 66 / 524.3 / 0.009587
inverters: 5 / 20.02 / 0.0003661
multi-input cells: 1536 / 16030 / 0.2931
==> metrics by stage <==
step | area [um2] | total power (uW) | std cells
floorplan | 47710 | 3242 | 2809
global placement | 51290 | 3520 | 4860
finish | 54680 | 5852 | 5064
CTS | 54660 | 5857 | 5057
global route | 54670 | 5980 | 5061
detailed placement | 51290 | 3520 | 4860
==> cell usage after synthesis (all sizes together), types with 10 or more instances <==
cell type	count	share of area
o211ai	10	0.0016
nor2	129	0.010
nand2	87	0.0068
edfxtp	1024	0.64
mux2	143	0.034
o221ai	26	0.0048
mux2i	146	0.031
a22o	17	0.0031
buf	141	0.016
nor2b	29	0.0038
o21ai	82	0.0086
o22ai	63	0.0083
a22oi	77	0.012
a221o	21	0.0044
clkbuf	103	0.0081
mux4	298	0.14
a32oi	13	0.0024
a221oi	144	0.026
a31oi	14	0.0018
a21oi	87	0.0091
a211oi	21	0.0033
and3	12	0.0016
nand3	25	0.0026
==> where the power goes <==
| group | switching (uW) | total (uW) | internal [uW] |
|---|---|---|---|
| Combinational | 384 | 578 | 194 |
| Sequential | 7.88 | 2910 | 2900 |
| Clock | 1010 | 2370 | 1350 |
==> kinds of logic after synthesis <==
| group | count (synthesis) | share of synthesized area |
|---|---|---|
| DFF | 1024 | 0.6444 |
| AOI/OAI and AO/OA | 614 | 0.09351 |
| buffers and inverters | 249 | 0.02452 |
| muxes | 587 | 0.2050 |
| and+or+nand+nor | 335 | 0.03249 |
==> layer usage <==
layer  GRT usage  vias to the layer above  wire, um
met5     0.04728                        -       923
met4     0.09666                       32      9729
met3      0.2214                      520     38170
met2      0.3325                     2779     78640
met1      0.2406                    15493     54320
li1            -                    12176         -
==> final timing paths <==
kind / cells after the start / end / from
worst max-delay path: 11 / ReadDataA[0] / AddressA[2]
worst min-delay path: 1 / Registers[53][5] / WriteData[5]
Power figures rest on the tool's default switching activity, not on a simulated workload.
