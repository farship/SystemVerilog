## constraint.sdc

```tcl
current_design ProgramCounter

set clk_period 5.7
set clk_io_pct 0.2

create_clock -name clk0 -period $clk_period [get_ports {Clock}]

set non_clock_inputs [all_inputs -no_clocks]
set_input_delay [expr $clk_period * $clk_io_pct] -clock clk0 $non_clock_inputs
set_output_delay [expr $clk_period * $clk_io_pct] -clock clk0 [all_outputs]
```

## config.mk

```make
export PLATFORM = sky130hd
export DESIGN_NAME = ProgramCounter
export DESIGN_NICKNAME = ProgramCounter
export VERILOG_FILES = /design/flow/design.v
export SDC_FILE = /design/flow/constraint.sdc
export NUM_CORES = 4
export LEC_CHECK = 1
export CORE_AREA = 10 10 89 89
export DIE_AREA = 0 0 99 99
```

## run.sh

```bash
#!/bin/bash
# OpenROAD 26Q1-2900-gdf79404cd8, Yosys 0.63+post, stock flow scripts
make -C /OpenROAD-flow-scripts/flow DESIGN_CONFIG=/design/flow/config.mk WORK_HOME=/design/flow/orfs finish
```

## design.v

```verilog
package InstructionSetPkg;
	parameter DataWidth       = 4;
	typedef enum logic [3:0]
	{
		JR    = 4'd0,   
		LOAD  = 4'd1,   
		STORE = 4'd2,   
		MOVE  = 4'd3,   
		NAND  = 4'd4,   
		NOR   = 4'd5,   
		ROL   = 4'd6,   
		ROR   = 4'd7,   
		LIL   = 4'd8,   
		LIU   = 4'd9,   
		ADC   = 4'd10,  
		SUB   = 4'd11,  
		DIV   = 4'd12,  
		MOD   = 4'd13,  
		MUL   = 4'd14,  
		MUH   = 4'd15   
	} eOperation;
	typedef struct packed
	{
		logic Always;
		logic NotZero;
		logic NoCarry;
		logic Overflow;
		logic Parity;
		logic Negative;
		logic Zero;
		logic Carry;
	} sFlags;
	parameter ImmediateWidth     =    DataWidth/3  + DataWidth%3;
	parameter ImmediateMidStart  =    DataWidth/3  + DataWidth%3;
	parameter ImmediateHighStart = 2*(DataWidth/3) + DataWidth%3;
	parameter AddressWidth    = 16;
	parameter RfAddressWidth  =  6;
	parameter MemAddressWidth = 16;
	parameter OffsetWidth     =  9;
	parameter OpCodeStart     = 12;
	parameter OpCodeSize      =  4;
	parameter RegAStart       =  6;
	parameter RegASize        =  6;
	parameter RegBStart       =  0;
	parameter RegBSize        =  6;
	typedef enum {SPECIAL_PC = 63,SPECIAL_FL = 62} eSpecials;
endpackage
module ProgramCounter 
(
    input Clock, Reset, LoadEnable, OffsetEnable,
    input logic [15:0]LoadValue, 
    input logic [8:0] Offset,
    output logic [15:0]CounterValue  
);
    always_ff @(posedge Clock, posedge Reset) begin
        if (Reset)  
            CounterValue <= 16'b0;
        else if (LoadEnable)  
            CounterValue <= LoadValue;
        else if (OffsetEnable)  
            CounterValue <= CounterValue + Offset;
        else  
            CounterValue <= CounterValue + 16'b1;
    end
endmodule
```

==> impl_metrics.json <==
{
  "totalPowerFinal_w": 0.0005037,
  "antenna_found_initial": 0,
  "largest_reg_flops": 16,
  "clockBufferDepth": 2,
  "ys.flops": 16,
  "mux_area_frac": 0.01746,
  "ys_cells": 151,
  "clk_latency_ps": 250,
  "leakagePower_nw": 0.7254,
  "drc": 0,
  "insertedDiodeCount": 0,
  "vias": 1315,
  "crit_start": "OffsetEnable",
  "area_growth_syn_to_layout_pct": 43.45,
  "dpl.hpwl_um": 3145,
  "openroad.warnings": 25,
  "top_area_cell": "dfrtp_1",
  "use_met3": 0.02044,
  "cts_setup_buffers": 0,
  "async_reset_ff_frac": 1.000,
  "synthTopCellsByArea": "dfrtp_1 (31%), ha_1 (8.7%), and2_1 (4.4%)",
  "wl_per_cell_um": 14.53,
  "comb_area_um2": 848.3,
  "p_int_w": 0.0003223,
  "ys_area_um2": 1290,
  "fa_ha_area_frac": 0.1028,
  "regMostFlops": "CounterValue",
  "synth-edff-count": 0,
  "fillerInstances": 635,
  "finalCritPeriodShare": 0.5688,
  "power_density_nw_per_um2": 272.2,
  "yosysWarningCount": 1,
  "r2r_slack_ps": 3680,
  "track_usage": 0.08005,
  "end_kind": "register",
  "simple_gate_area_frac": 0.2338,
  "final_layout_size_suffix_gt1_frac": 0.05155,
  "hold_buffers": 0,
  "top_area_frac": 0.3104,
  "finalSetupViolCount": 0,
  "rows": 28,
  "numClockSinks": 16,
  "wirelength_um": 3908,
  "status": "finished clean",
  "ios": 45,
  "dr.pass1.iters": 4,
  "worstSetupPathType": "in2reg",
  "syn_inst": 151,
  "seq_area_frac_synth": 0.3104,
  "first_iter_violations": 95,
  "swShare": 0.3601,
  "max_slew_margin": 0.5575,
  "drv_cap": 0,
  "path_max_fanout": 9,
  "coreArea_um2": 5991,
  "grt_pass1_wl_um": 6768,
  "detail-route-antenna-nets": 0,
  "crit_path_start_kind": "input port",
  "busiest_layer": "met2",
  "met2_usage": 0.1358,
  "netlist_area_um2": 1290,
  "via_per_inst": 4.888,
  "hp-class": "reg2reg",
  "ff_type": "dfrtp_1",
  "worstMarginPinSlew_ps": 663.0,
  "p_sw_w": 0.0001814,
  "r2r_cells": 6,
  "whs_ps": 602.6,
  "clock_power_share": 0.172,
  "dieWidth_um": 99,
  "use_met1": 0.1049,
  "maxSlewViolCount": 0,
  "power_frac_seq": 0.333,
  "htree_levels": 1,
  "rsz0062_at_grt": "false",
  "grt_pass1_vias": 1396,
  "place_congestion": 0.8539,
  "clk_pin_slew_ps": 60,
  "skew_ps": 0.5498,
  "critPathCapture": "CounterValue[6]",
  "ys_types": 37,
  "xor_area_frac": 0.03395,
  "setup_tns_ps": 0,
  "logic_family": "AND-OR/OR-AND gates",
  "dieArea_um2": 9801,
  "peakVddDrop_v": 0.0001176,
  "avgSynthCellArea_um2": 8.543,
  "ff_latch_area_um2": 400.4,
  "fp_util": 0.2153,
  "critPathArrivalTime_ps": 3360,
  "fmax_mhz": 308.4,
  "die.size.y_um": 99,
  "cts-root-buf": "clkbuf_8",
  "hold_violations": 0,
  "numCtsBuffers": 3,
  "cts_tree": "done",
  "post_cts_resized": 0,
  "grt_max_degree": 34,
  "ys_sh_aoi": 0.2696,
  "overflow": 0,
  "cp.required_ps": 5820,
  "timing.rr.end": "CounterValue[6]",
  "reg.largest.list": "CounterValue (16)",
  "reg2reg_from": "CounterValue[0]",
  "fin_crit_ps": 3242,
  "combPwrFrac": 0.496,
  "io_buffer_count": 44
}
## cell type report
| class | instances | area share |
|---|---|---|
| multi-input cells | 125 | 0.4584 |
| repair buffers | 45 | 0.2421 |
| flip-flops and latches | 16 | 0.2164 |
| well taps | 75 | 0.05071 |
| clock buffers | 3 | 0.02231 |
| inverters | 5 | 0.01014 |
## worst min path at each step
| stage | start | end | slack (ps) | cells past startpoint |
|---|---|---|---|---|
| after CTS | CounterValue[15] | CounterValue[15] | 620 | 3 |
| after global routing | CounterValue[14] | CounterValue[14] | 680 | 3 |
| final | CounterValue[15] | CounterValue[15] | 600 | 3 |
## routing by layer
layer | up-vias | wire length (um)
li1 | 656 | -
met1 | 629 | 1833
met2 | 28 | 1870
met3 | 2 | 192
met4 | 0 | 12
met5 | - | 0
## synth_stat cells (4+ instances only)
cell type,number
a21oi_1,9
nand2_1,12
o21ai_0,11
nand3_1,10
inv_1,5
a22oi_1,4
nor2_1,6
nor2b_1,4
dfrtp_1,16
o211ai_1,5
ha_1,9
nor3_1,8
and2_1,9
## cell usage in the layout, fill, tap and decap left out, types with 3 or more instances in the layout
| cell | count |
|---|---|
| clkbuf_8 | 3 |
| ha_1 | 9 |
| dfrtp_1 | 16 |
| and2_1 | 9 |
| nand3_1 | 10 |
| inv_1 | 5 |
| a21oi_1 | 9 |
| nand4_1 | 3 |
| nor4_1 | 3 |
| xor2_1 | 3 |
| o21ai_0 | 11 |
| o22ai_1 | 3 |
| nand2_1 | 12 |
| nor2b_1 | 4 |
| o211ai_1 | 5 |
| nor2_1 | 6 |
| a22oi_1 | 4 |
| clkdlybuf4s50_1 | 44 |
| nor3_1 | 8 |
## kinds of logic after synthesis
group / count (synthesis)
adders and majority gates: 10
xor gates and xnor gates: 5
buffers and inverters: 10
and+or+nand+nor: 59
DFF: 16
muxes: 2
AOI/OAI and AO/OA: 49
## worst max-delay path, cell delays in order
cell and delay (ps):
clkdlybuf4s50_1 620, nand2b_1 100, ha_1 230, fa_1 430
a211oi_1 320, o21a_1 290, xor2_1 160, o21ai_0 80
## through the flow
step / utilization / cell area (um^2) / std cells / setup WS [ps]
final: 0.3089 / 1851 / 269 / 2458
after detailed placement: 0.3020 / 1809 / 266 / 2171
after global routing: 0.3089 / 1851 / 269 / 2232
after global placement: 0.3020 / 1809 / 266 / 2202
after CTS: 0.3089 / 1851 / 269 / 2441
after floorplan: - / 1290 / 151 / 2940
## power groups by stage
stage,sequential [W],clock [W],combinational [W]
after CTS,0.000168,0.0000911,0.000254
after global routing,0.000174,0.0000948,0.000282
final,0.000168,0.0000864,0.000250
Power is estimated from default activity; no workload was simulated.
