==> /design/flow/design.v <==
package InstructionSetPkg;
	parameter DataWidth       = 4;
	typedef enum logic [3:0]
	{
		JR    = 4'd0,   
		LOAD  = 4'd1,   
		STORE = 4'd2,   
		MOVE  = 4'd3,   
		NAND  = 4'd4,   
		NOR   = 4'd5,   
		ROL   = 4'd6,   
		ROR   = 4'd7,   
		LIL   = 4'd8,   
		LIU   = 4'd9,   
		ADC   = 4'd10,  
		SUB   = 4'd11,  
		DIV   = 4'd12,  
		MOD   = 4'd13,  
		MUL   = 4'd14,  
		MUH   = 4'd15   
	} eOperation;
	typedef struct packed
	{
		logic Always;
		logic NotZero;
		logic NoCarry;
		logic Overflow;
		logic Parity;
		logic Negative;
		logic Zero;
		logic Carry;
	} sFlags;
	parameter ImmediateWidth     =    DataWidth/3  + DataWidth%3;
	parameter ImmediateMidStart  =    DataWidth/3  + DataWidth%3;
	parameter ImmediateHighStart = 2*(DataWidth/3) + DataWidth%3;
	parameter AddressWidth    = 16;
	parameter RfAddressWidth  =  6;
	parameter MemAddressWidth = 16;
	parameter OffsetWidth     =  9;
	parameter OpCodeStart     = 12;
	parameter OpCodeSize      =  4;
	parameter RegAStart       =  6;
	parameter RegASize        =  6;
	parameter RegBStart       =  0;
	parameter RegBSize        =  6;
	typedef enum {SPECIAL_PC = 63,SPECIAL_FL = 62} eSpecials;
endpackage
module VgaController
(
	input	logic	Clock,    
	input	logic	Reset,    
	output	logic	blank_n,  
	output	logic	sync_n,   
	output	logic	hSync_n,  
	output	logic 	vSync_n,  
	output	logic	[10:0] nextX,  
	output	logic	[ 9:0] nextY   
);
	logic [10:0] hCount;  
	logic [ 9:0] vCount;  
	always_comb begin : Checks
		if ((hCount >= 856) & (hCount < 976)) begin
			hSync_n = 0;  
		end
		else begin
			hSync_n = 1;  
		end
		if ((vCount >= 637) & (vCount < 643)) begin
			vSync_n = 0;  
		end
		else begin
			vSync_n = 1;  
		end
		sync_n = (hSync_n & vSync_n);  
		if ((hCount > 799) | (vCount > 599)) begin
			blank_n = 0;  
		end
		else begin
			blank_n = 1;  
		end
	end
	always_ff @(posedge Clock, posedge Reset) begin : Counts
		if (Reset) begin
			hCount = 0;
			vCount = 0;
		end
		else begin
			if (hCount < 800) begin
				nextX = hCount;  
			end
			else begin
				nextX = 0;  
			end
			if (vCount < 600) begin  
				nextY = vCount;
			end
			else begin
				nextY = 0;  
			end
			if (hCount < 1039) begin  
				hCount ++;
			end
			else begin
				hCount = 0;  
				if (vCount < 665) begin  
					vCount ++;
				end
				else begin
					vCount = 0;  
				end
			end
		end
	end
endmodule
module VgaTopFPGA
(
	input CLOCK_50,
	input [3:0] KEY,
	output logic VGA_CLK,
	output logic VGA_BLANK_N,
	output logic VGA_SYNC_N,
	output logic VGA_HS,
	output logic VGA_VS,
	output logic [ 7:0] VGA_R,
	output logic [ 7:0] VGA_G,
	output logic [ 7:0] VGA_B
);
	assign VGA_CLK = ~CLOCK_50;
	logic [10:0] x;
	logic [ 9:0] y;
	VgaController vgaDisplay
	(
		.Clock(CLOCK_50),
		.Reset(~KEY[0]),
		.blank_n(VGA_BLANK_N),
		.sync_n(VGA_SYNC_N),
		.hSync_n(VGA_HS),
		.vSync_n(VGA_VS),
		.nextX(x),
		.nextY(y)
	);
	always_ff @(posedge CLOCK_50)
	begin
		VGA_R = {4{x[6:5]}};
		VGA_G = {4{y[6:5]}};
		VGA_B = {4{x[4],y[4]}};
	end
endmodule
==> /design/flow/run.sh <==
#!/bin/bash
# OpenROAD 26Q1-2900-gdf79404cd8, Yosys 0.63+post, stock flow scripts
make -C /OpenROAD-flow-scripts/flow DESIGN_CONFIG=/design/flow/config.mk WORK_HOME=/design/flow/orfs finish
==> /design/flow/config.mk <==
export PLATFORM = sky130hd
export DESIGN_NAME = VgaTopFPGA
export DESIGN_NICKNAME = VgaTopFPGA
export VERILOG_FILES = /design/flow/design.v
export SDC_FILE = /design/flow/constraint.sdc
export NUM_CORES = 4
export LEC_CHECK = 1
export CORE_AREA = 10 10 100 100
export DIE_AREA = 0 0 110 110
==> /design/flow/constraint.sdc <==
current_design VgaTopFPGA

set clk_period 3.1
set clk_io_pct 0.2

create_clock -name clk0 -period $clk_period [get_ports {CLOCK_50}]

set non_clock_inputs [all_inputs -no_clocks]
set_input_delay [expr $clk_period * $clk_io_pct] -clock clk0 $non_clock_inputs
set_output_delay [expr $clk_period * $clk_io_pct] -clock clk0 [all_outputs]
==> datasheet_impl.txt <==
Characteristics after synthesis and place and route

Parameter                              Value

Outcome
  Outcome .................. complete, no violations

Logic synthesis
  Number of instances in the synthesized netlist .................. 187
  Chip area line of the yosys report .................. 1840 µm²
  Dominant combinational cell family by area after synthesis .................. simple AND/OR/NAND/NOR gates
  Post-synthesis average cell area .................. 9.83 µm²
  Area fraction in compound gates after synthesis .................. 17.3%
  Synthesized cell area .................. 1840 µm²
  Multiplexer share of the synthesized area .................. 0%
  Count of instantiated cells in the yosys netlist .................. 187
  Cell Type Count .................. 44
  Post-Synth Adder-Cell Area .................. 3.40%
  Synthesized registers .................. 33
  Post-Synth Simple-Gate Area .................. 19.5%
  Yosys Warn Count .................. 2
  Post-synthesis sequential area ratio .................. 44.9%
  Xor/xnor cell area share of the yosys netlist .................. 3.34%

STA
  Worst-case clock skew .................. 0.00488 ns
  Setup repair after global routing missed its margin .................. false
  Slew Limit Headroom .................. 54.3%
  Pins Over Slew Limit .................. 0
  Final hold slack .................. 0.344 ns
  Count of final setup violators .................. 0
  TNS Setup .................. 0 ns
  Hold violation count in the final report .................. 0
  Least-Margin Pin Slew .................. 0.681 ns

Clocking
  Longest Clk Path Bufs .................. 2
  Number of buffers added by the clock tree synthesis step .................. 5
  Clock Pin Slew Worst Setup and Hold Paths .................. 0.07 ns
  TritonCTS clock tree .................. built
  Maximum level of the CTS H-tree .................. 2
  Hold-fix buffers at CTS .................. 0
  Post-cts gate resize count .................. 0
  Root Driver .................. sky130_fd_sc_hd__clkbuf_8
  Clk Latency, worst-skew pair .................. 0.29 ns
  Number of buffers added for setup after CTS .................. 0

Job
  Number of warnings in the stage logs .................. 34
  Max_cap viols .................. 0

Min path
  Min-delay worst type .................. flip-flop to flip-flop

Routing
  Routed via count .................. 1372
  Routed Wire Length .................. 3610 µm
  First-pass iteration count of the detailed router .................. 4
  Number of design-rule violations left by the first detailed-router iteration .................. 54
  Count of unresolved DRC violations after routing .................. 0
  N_diodes .................. 0
  DR WL/cell .................. 12.0 µm
  Routed Antenna Nets .................. 0
  Via density per instance .................. 4.57

Worst setup path
  Startpoint type of the worst setup path .................. clock port
  Type of the setup path with the least slack .................. clock port to output port
  Data required, critical path .................. 2.48 ns
  Critical path arrival .................. 2.35 ns
  Largest fanout on the critical path .................. 12
  Critical path capture point type .................. output port

Floorplanning
  Chip width .................. 110 µm
  Die Outline Area .................. 12100 µm²
  Number of top-level pins .................. 34
  Core utilization at floorplan .................. 23.5%
  Standard cell core area .................. 7810 µm²
  Die Height .................. 110 µm
  Cell row count .................. 32

Global route
  Vias in the first global route .................. 1258
  Antenna violations before repair .................. 0
  Pin count of the biggest net entering global routing .................. 28
  First-pass GRT wire length .................. 6000 µm
  Leftover overflow at the end of global routing .................. 0
  Total global routing track utilization .................. 5.92%

Placed design
  Post-detailed-placement half-perimeter wirelength .................. 2490 µm
  Placer Congestion .................. 0.864
  Count of input and output buffers .................. 30

Layout
  P&R area growth vs syn .................. 21.5%
  Fraction of layout instances using a drive strength above 1 .................. 11.1%

Pwr
  Maximum vdd drop .................. 0.159 mV
  Power density over cell area .................. 416 nW/µm²
  Static leakage power .................. 0.817 nW
[final cells by class]
class / count / area [µm²]
clock buffers: 8 / 129
clock inverters: 2 / 12.5
fillers: 802 / 5570
inverters: 7 / 26.3
multi-input cells: 117 / 806
flip-flops and latches: 33 / 827
well taps: 102 / 128
repair buffers: 31 / 305
[critical path: stages]
cell and delay [ns]:
sky130_fd_sc_hd__clkbuf_8 0.13, sky130_fd_sc_hd__clkbuf_8 0.16, sky130_fd_sc_hd__inv_1 0.05, sky130_fd_sc_hd__clkdlybuf4s50_1 0.45
[cells by family after synthesis]
group | count (synthesis)
flip-flops | 33
adder cells (fa/ha/maj) | 5
XOR/XNOR | 7
AND-OR/OR-AND | 39
buffers and inverters | 37
AND/OR/NAND/NOR | 66
[power breakdown]
| group | internal, mW | switching (mW) | total, mW | leakage (nW) |
|---|---|---|---|---|
| registers | 0.444 | 0.00212 | 0.446 | 0.396 |
| clock network | 0.280 | 0.180 | 0.460 | 0.0740 |
| logic | 0.0150 | 0.00796 | 0.0229 | 0.346 |
[cells in the mapped netlist (all sizes together)]
cell / number / area share (%)
a2111oi: 1 / 1.5
o211a: 2 / 1.1
o31a: 1 / 0.48
clkbuf: 7 / 1.5
edfxtp: 6 / 9.8
ha: 5 / 3.4
and4: 2 / 0.95
nor4: 1 / 0.34
dfrtp: 21 / 29
xor2: 4 / 1.9
and2: 7 / 2.5
buf: 22 / 8.4
o41ai: 1 / 0.48
inv: 8 / 1.6
nor3: 4 / 1.1
or3b: 1 / 0.48
a41oi: 1 / 0.48
a31oi: 3 / 1.0
or2: 3 / 1.0
o211ai: 9 / 3.7
nor2: 11 / 2.2
o21ai: 7 / 2.1
xnor2: 3 / 1.4
o31ai: 6 / 3.7
o221ai: 1 / 0.48
nand4: 7 / 2.4
nand2b: 3 / 1.0
nor2b: 2 / 0.68
nand2: 11 / 2.2
nand3: 6 / 1.6
a21oi: 5 / 1.4
nor4b: 1 / 0.48
dfxtp: 6 / 6.5
and3: 1 / 0.34
or3: 6 / 2.0
o21a: 1 / 0.41
a211o: 1 / 0.48
[routing by layer]
layer	GRT usage [%]	up-vias	part of all wire, %
li1	-	668	-
met1	8.28	660	48
met2	8.81	40	40
met3	2.06	4	11
met4	1.12	0	1.6
met5	0	-	0
[final timing paths]
check | from | endpoint | slack [ns] | cells past startpoint
max in group asynchronous | KEY[0] | vgaDisplay.vCount[5] | 2.11 | 2
worst max register to register | vgaDisplay.vCount[0] | vgaDisplay.vCount[5] | 1.10 | 6
worst max-delay path | CLOCK_50 | VGA_CLK | 0.13 | 4
min in group asynchronous | KEY[0] | vgaDisplay.hCount[0] | 0.71 | 2
worst min register to register | vgaDisplay.nextY[6] | VGA_G[5] | 0.34 | 0
worst min-delay path | vgaDisplay.nextY[6] | VGA_G[5] | 0.34 | 0
[registers in the layout, summed over array words and instances (netlist names)]
register and cells:
vgaDisplay.hCount 11, vgaDisplay.vCount 10, vgaDisplay.nextX 3, vgaDisplay.nextY 3, VGA_B 2, VGA_G 2, VGA_R 2
[stage by stage]
step                instances  setup slack [ns]  util, %  area (µm²)  power, mW
floorplan                 187             0.917        -        1840      0.463
CTS                       300             0.108     28.5        2230      0.946
finish                    300             0.130     28.6        2230      0.929
global placement          292             0.467     26.9        2100      0.504
detailed placement        292             0.467     26.9        2100      0.505
global route              300            0.0801     28.6        2230      0.965
[placed cells by master (no fill, tap or decap), types with 4 or more instances in the layout]
cell type / count
sky130_fd_sc_hd__inv_1: 8
sky130_fd_sc_hd__nand3_1: 6
sky130_fd_sc_hd__clkbuf_8: 5
sky130_fd_sc_hd__dfrtp_1: 20
sky130_fd_sc_hd__nor3_1: 4
sky130_fd_sc_hd__a21oi_1: 5
sky130_fd_sc_hd__edfxtp_1: 6
sky130_fd_sc_hd__clkdlybuf4s50_1: 30
sky130_fd_sc_hd__nand2_1: 11
sky130_fd_sc_hd__or3_1: 6
sky130_fd_sc_hd__nor2_1: 11
sky130_fd_sc_hd__and2_1: 6
sky130_fd_sc_hd__dfxtp_1: 6
sky130_fd_sc_hd__xor2_1: 4
sky130_fd_sc_hd__nand4_1: 7
sky130_fd_sc_hd__ha_1: 5
sky130_fd_sc_hd__o211ai_1: 9
sky130_fd_sc_hd__o21ai_0: 5
Power figures rest on the tool's default switching activity, not on a simulated workload.
